===== /design/flow/design.v =====
module Control (
    input [5:0] opcode_i,   
    input [5:0] funct_i,   
    output reg_write_ctrl_o,   
    output mem_read_ctrl_o,   
    output mem_write_ctrl_o,   
    output [2:0] alu_ctrl_o,   
    output use_reg1_ctrl_o,   
    output use_reg2_ctrl_o,   
    output use_shift_ctrl_o,   
    output use_sign_extend_ctrl_o,   
    output flush_ctrl_o,   
    output [1:0] pc_mux_ctrl_o,   
    output immed_ctrl_o,   
    output reg_write_addr2_ctrl_o   
);
assign reg_write_ctrl_o = (opcode_i == 6'b000000 ||   
                           opcode_i == 6'b100011 ||   
                           opcode_i == 6'b001000);   
assign mem_read_ctrl_o = (opcode_i == 6'b100011);   
assign mem_write_ctrl_o = (opcode_i == 6'b101011);   
assign alu_ctrl_o = (opcode_i == 6'b000000 ?   
                        (funct_i == 6'b100000 ? 3'b000 :   
                         funct_i == 6'b100010 ? 3'b001 :   
                         funct_i == 6'b100100 ? 3'b010 :   
                         funct_i == 6'b100101 ? 3'b011 :   
                         funct_i == 6'b011000 ? 3'b100 :   
                         0) :
                     opcode_i == 6'b100011 ? 3'b000 :  
                     opcode_i == 6'b101011 ? 3'b000 :  
                     opcode_i == 6'b001000 ? 3'b000 :  
                     0);
assign use_reg1_ctrl_o = (opcode_i == 6'b000000 ||   
                          opcode_i == 6'b100011 ||   
                          opcode_i == 6'b101011 ||   
                          opcode_i == 6'b001000 ||   
                          opcode_i == 6'b000100);   
assign use_reg2_ctrl_o = (opcode_i == 6'b000000 ||   
                          opcode_i == 6'b101011 ||   
                          opcode_i == 6'b000100);   
assign use_shift_ctrl_o = 0;
assign use_sign_extend_ctrl_o = (opcode_i == 6'b100011 ||   
                                 opcode_i == 6'b101011 ||   
                                 opcode_i == 6'b001000);   
assign flush_ctrl_o = (opcode_i == 6'b000010 ||   
                       opcode_i == 6'b000100);   
assign immed_ctrl_o = (opcode_i == 6'b000100);   
assign pc_mux_ctrl_o = (opcode_i == 6'b000010 ? 2'b10 :   
                        opcode_i == 6'b000100 ? 2'b01 :   
                        2'b00);   
assign reg_write_addr2_ctrl_o = (opcode_i == 6'b100011 ||   
                                 opcode_i == 6'b001000);   
endmodule

===== /design/flow/run.sh =====
#!/bin/bash
# OpenROAD 26Q1-2900-gdf79404cd8, Yosys 0.63+post, stock flow scripts
make -C /OpenROAD-flow-scripts/flow DESIGN_CONFIG=/design/flow/config.mk WORK_HOME=/design/flow/orfs finish

===== /design/flow/config.mk =====
export PLATFORM = sky130hd
export DESIGN_NAME = Control
export DESIGN_NICKNAME = Control
export VERILOG_FILES = /design/flow/design.v
export SDC_FILE = /design/flow/constraint.sdc
export NUM_CORES = 4
export LEC_CHECK = 1
export CORE_AREA = 10 10 70 70
export DIE_AREA = 0 0 80 80

===== /design/flow/constraint.sdc =====
current_design Control

set clk_period 2.0
set clk_io_pct 0.2

create_clock -name clk0 -period $clk_period

set non_clock_inputs [all_inputs -no_clocks]
set_input_delay [expr $clk_period * $clk_io_pct] -clock clk0 $non_clock_inputs
set_output_delay [expr $clk_period * $clk_io_pct] -clock clk0 [all_outputs]

==> load_flow_metrics.sql <==
-- physical implementation figures
INSERT INTO impl_metrics (metric_group, metric, value, unit) VALUES
('run_status', 'run_status', 'finished, final reports clean', ''),
('power_and_ir_drop', 'pwr-share-seq', '0', '%'),
('final_timing', 'achievable-frequency', '512.2', 'MHz'),
('yosys', 'topCombFamilyByArea', 'simple AND/OR/NAND/NOR gates', ''),
('setup_path', 'worst_ep_required_time', '1.60', 'ns'),
('detailed_routing', 'drtIter0Drc', '15', ''),
('setup_path', 'cp_slowest_cell', 'clkdlybuf4s50_1', ''),
('setup_path', 'crit_path_max_incr_delay', '0.45', 'ns'),
('detailed_routing', 'route.detailed.wl_per_inst', '10.74', 'um'),
('yosys', 'post_synth_xor_area_fraction', '3.465', '%'),
('power_and_ir_drop', 'highest_ir_drop_seen_on_vdd', '22.30', 'uV'),
('grt', 'antenna_found_initial', '0', ''),
('yosys', 'ys_cells', '37', ''),
('setup_path', 'timing.critical_path.fanout_max', '5', ''),
('layout', 'logic_area', '307.8', 'um^2'),
('yosys', 'yosys.area_share.aoi', '14.85', '%'),
('yosys', 'post_synth_mux_area_share', '0', '%'),
('floorplanning', 'chip_area', '6400', 'um^2'),
('detailed_routing', 'drc', '0', ''),
('setup_path', 'worst_setup_path_end_kind', 'output pin', ''),
('placement', 'port_buffers', '26', ''),
('final_timing', 'finalSetupViolCount', '0', ''),
('detailed_routing', 'n_antenna_cell', '0', ''),
('power_and_ir_drop', 'comb_power_share', '100.0', '%'),
('floorplanning', 'io_pins', '27', ''),
('placement', 'cell_count_after_placement', '116', ''),
('layout', 'ff_latch_area', '0', 'um^2'),
('grt', 'pin_count_of_the_biggest_net_entering_global_routing', '6', ''),
('final_timing', 'totalNegativeSetupSlack', '0', 'ns'),
('power_and_ir_drop', 'power_frac_clock', '0', '%'),
('layout', 'final_layout_size_suffix_gt1_share', '60.00', '%'),
('yosys', 'synthesized_netlist_cell_count', '37', ''),
('yosys', 'synth.cell_area', '252.7', 'um^2'),
('final_timing', 'report.final.slew_viol_count', '0', ''),
('grt', 'wire_length_of_the_first_global_routing_pass', '1863', 'um'),
('detailed_routing', 'finalWirelength', '1299', 'um'),
('floorplanning', 'floorplan.rows', '21', ''),
('layout', 'num-clock-buffers', '0', ''),
('floorplanning', 'fp.coreArea', '3416', 'um^2'),
('min_path', 'hold_path_class', 'input port to output pin', ''),
('power_and_ir_drop', 'cellLeakagePower', '0.3380', 'nW'),
('detailed_routing', 'vias', '407', ''),
('placement', 'gp_routability_congestion', '0.8076', ''),
('final_timing', 'final_period_minus_worst_setup_slack', '1.953', 'ns'),
('setup_path', 'cp-start-kind', 'input port', ''),
('power_and_ir_drop', 'internal', '0.05224', 'mW'),
('grt', 'via_count_of_the_first_global_routing_pass', '390', ''),
('grt', 'global_route.usage.total', '3.561', '%'),
('yosys', 'ys_seq_share', '0', '%'),
('layout', 'area_growth_syn_to_layout', '187.6', '%'),
('yosys', 'netlist-cell-type-count', '24', ''),
('power_and_ir_drop', 'design_power_total', '0.09282', 'mW'),
('final_timing', 'min_period_over_period', '97.63', '%'),
('detailed_routing', 'viasPerCell', '3.364', ''),
('final_timing', 'final_hold_viol_count', '0', ''),
('run', 'tool_warnings', '32', ''),
('yosys', 'synth.cellmix.adderShare', '0', '%'),
('yosys', 'ys_warns', '0', ''),
('detailed_routing', 'drtAntennaViolNets', '0', ''),
('layout', 'n_sequential_cell', '0', ''),
('yosys', 'syn-mean-instance-area', '6.831', 'um^2'),
('floorplanning', 'initCoreUtil', '7.399', '%'),
('detailed_routing', 'drt_pre_antenna_iters', '2', ''),
('grt', 'globalRouteOverflowTotal', '0', ''),
('setup_path', 'arrival_time_at_the_worst_endpoint', '1.55', 'ns'),
('layout', 'fillers', '382', ''),
('layout', 'final_cells', '121', ''),
('setup_path', 'ordered_cell_list_for_the_critical_path', 'buf_4 > nor3_4 > buf_6 > and3_4 > clkdlybuf4s50_1', ''),
('power_and_ir_drop', 'power.share.switching', '43.71', '%'),
('floorplanning', 'die_x', '80', 'um'),
('setup_path', 'worst-setup-path-type', 'input port to output pin', ''),
('floorplanning', 'die_y', '80', 'um'),
('yosys', 'yosys.stat.chipArea', '252.7', 'um^2'),
('power_and_ir_drop', 'switching_power', '0.04057', 'mW'),
('run', 'drv.max_cap_violation_count', '0', ''),
('yosys', 'simple_gate_share', '72.28', '%'),
('power_and_ir_drop', 'power_per_cell_area', '127.7', 'nW/um^2');
[worst paths after layout]
check | start | end | slack, ns | cells past startpoint
min | opcode_i[2] | mem_read_ctrl_o | 1.23 | 3
max | opcode_i[0] | immed_ctrl_o | 0.05 | 5
[Yosys cell counts]
master	number	area, um^2
and3_1	1	6.260
nor3_4	1	16.27
nand2b_1	1	6.260
a21o_2	1	8.760
inv_1	2	7.510
xor2_1	1	8.760
nor2_1	5	18.77
a2bb2oi_1	1	8.760
conb_1	1	3.750
or3b_2	1	8.760
nor3_2	2	20.02
nand3_2	1	10.01
nor4_2	1	12.51
nand4_2	1	12.51
nand3b_1	1	7.510
and3_2	3	22.52
nor4_1	1	6.260
or2_1	1	6.260
buf_4	1	7.510
a21oi_1	4	20.02
nor3b_2	1	12.51
nand3_1	1	5.000
nand2_1	3	11.26
buf_2	1	5.000
[layout by cell type (no fill, tap or decap), types with 2 or more instances in the layout]
cell | netlist | routed
a21oi_2 | 0 | 4
and3_2 | 3 | 2
buf_2 | 1 | 4
buf_4 | 1 | 12
buf_6 | 0 | 4
clkdlybuf4s50_1 | 0 | 11
dlygate4sd2_1 | 0 | 5
dlymetal6s2s_1 | 0 | 3
nand2_1 | 3 | 2
nor2_1 | 5 | 2
nor2_2 | 0 | 2
nor3_4 | 1 | 2
nor4_2 | 1 | 2
[layer usage]
layer,share of wire (%),GRT usage (%)
met1,39,3.839
met2,48,6.661
met3,12,1.477
met4,0,0
met5,0,0
[through the flow]
step | utilization [%] | setup WS [ns] | instance area (um^2) | hold WS, ns
2_1_floorplan | - | 0.5924 | 252.7 | 0.8120
3_3_place_gp | 18.32 | -0.4301 | 625.6 | 1.745
3_5_place_dp | 18.32 | -0.4530 | 625.6 | 1.757
4_1_cts | 20.07 | 0.001016 | 685.7 | 1.242
5_1_grt | 21.28 | -0.002229 | 726.9 | 1.271
6_report | 21.28 | 0.04745 | 726.9 | 1.233
[cells by family after synthesis]
logic type / after synthesis
AOI/OAI and AO/OA: 6
xor gates and xnor gates: 1
buffers and inverters: 4
other: 1
and+or+nand+nor: 25
[repair_timing]
item / in CTS / in global routing
setup endpoints to repair: 14 / 9
cloned: 0 / 0
gates resized: 43 / 17
buffers inserted: 5 / 1
hold buffers: 0 / 0
pin swaps: 11 / 7
[area by class of cell]
cell class,instances,share of cell area (%)
Multi-Input combinational cell,33,42.34
Timing Repair Buffer,40,48.36
Tap cell,46,7.917
Inverter,2,1.377
[critical path, delay by kind of cell]
family                 cells  cell delay (ns)
buffers and inverters      3             0.72
and+or+nand+nor            2             0.43
[power groups by stage]
stage                 registers [mW]  logic [mW]  clock network, mW
after CTS                          0      0.0867                  0
after global routing               0       0.100                  0
final                              0      0.0928                  0
Power and IR drop assume default switching activity.

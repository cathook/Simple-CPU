`/design/flow/config.mk`:
```
export PLATFORM = sky130hd
export DESIGN_NAME = Registers
export DESIGN_NICKNAME = Registers
export VERILOG_FILES = /design/flow/design.v
export SDC_FILE = /design/flow/constraint.sdc
export NUM_CORES = 4
export LEC_CHECK = 1
export CORE_UTILIZATION = 30
```
`/design/flow/constraint.sdc`:
```
current_design Registers

set clk_period 10.1
set clk_io_pct 0.2

create_clock -name clk0 -period $clk_period [get_ports {clk_i}]

set non_clock_inputs [all_inputs -no_clocks]
set_input_delay [expr $clk_period * $clk_io_pct] -clock clk0 $non_clock_inputs
set_output_delay [expr $clk_period * $clk_io_pct] -clock clk0 [all_outputs]
```
`/design/flow/design.v`:
```
module Registers (
    input [4:0] read_addr1_i,   
    input [4:0] read_addr2_i,   
    input [4:0] write_addr_i,   
    input [31:0] write_data_i,   
    input write_ctrl_i,   
    output [31:0] read_data1_o,   
    output [31:0] read_data2_o,   
    input rst_i,   
    input clk_i   
);
reg [31:0] register[0 : 31];   
assign read_data1_o = register[read_addr1_i];
assign read_data2_o = register[read_addr2_i];
integer iter;
always @ (posedge clk_i or posedge rst_i) begin
    if (rst_i) begin
        for (iter = 0; iter < 32; iter = iter + 1) begin
            register[iter] <= 32'b0;
        end
    end else begin
        if (write_ctrl_i) begin
            register[write_addr_i] <= write_data_i[31:0];
        end
    end
end
endmodule
```
`/design/flow/run.sh`:
```
#!/bin/bash
# OpenROAD 26Q1-2900-gdf79404cd8, Yosys 0.63+post, stock flow scripts
make -C /OpenROAD-flow-scripts/flow DESIGN_CONFIG=/design/flow/config.mk WORK_HOME=/design/flow/orfs finish
```
==> ci_impl_report.md <==
## PnR job results

| Metric | Value |
|---|---|
| Status | `finished, final reports clean` |
| Final instance area | `between 50,000 and 60,000 sq um` |
| Total Neg Setup Slack | `0 ps` |
| Die ar. | `about 170,000 sq um` |
| CP max FO | `34` |
| Post-synthesis cell type count | `around 63` |
| Clk root buf | `clkbuf_16` |
| HP Start | `register[24][27]` |
| Dominant register cell | `dfrtp_1` |
| Post-route minimum period | `~8700 ps` |
| Yosys Chip Area | `between 50,000 and 60,000 sq um` |
| Post-DRT Antenna Nets | `0` |
| Crit path kind | `in -> out` |
| Slew Viols, Final | `0` |
| PD cells | `195 nW/um^2` |
| Sink Count | `approximately 1,000` |
| Synthesized area | `about 51,000 sq um` |
| Final Hold Viols | `0` |
| Setup crit start kind | `primary input` |
| TritonRoute pass-1 iters | `10` |
| Antenna violations before repair | `16` |
| Arrival time at the worst endpoint | `6710 ps` |
| Yosys warning tally | `2` |
| Core Region | `170,000 sq um` |
| Worst path max stage delay | `1120 ps` |
| Regs by FF count | `register x1024` |
| Worst Max-Slew Pin Slew | `1330 ps` |
| Critical Path, Cell by Cell | `buf_4 -> buf_4 -> nand3_1 -> nor2_4 -> buf_4 -> a22o_1 -> a221oi_1 -> and3_1 -> a31oi_1 -> clkdlybuf4s50_1` |
| TritonCTS clock tree | `done` |
| Mapped Cells | `~4,400` |
| Critical Path RT | `approximately 8100 ps` |
| CP max-delay cell | `nor2_4` |
| R2r setup slk | `about 9000 ps` |
| Buf/Inv on CP | `4` |
| Number of I/O pins | `between 100 and 150` |
| Number of OpenROAD warnings | `39` |
| Final Worst Setup Slack | `around 1400 ps` |
| Post-cts resize count | `0` |
| Worst Reg-to-Reg Cells | `1` |
| Area growth from synthesis to final layout | `16.5%` |
| # DRC | `0` |
| GRT Util Overall | `0.329` |
| RSZ-0062 raised after global routing | `false` |
| Share of layout cells above drive strength 1 | `0.348` |
| Vias per inst | `~6.7` |
| Pin count of the biggest net entering global routing | `126` |
| RR Startpoint | `register[2][23]` |
| Die width | `just over 400 um` |
| DPL Wire Length | `174 mm` |
| Utilization after layout | `0.353` |
| Clock Skews | `0 ps` |
| Post-Syn Area per Cell | `11.7 sq um` |
| Port bufs | `113` |
| GR Overflow Total | `0` |
| Clock Latency Late Sink | `between 700 and 800 ps` |
| Worst-path clk slew | `around 60 ps` |
| Min Hold Slack | `525 ps` |
| CTS Hold Bufs | `0` |
| Dpl ws | `around 1800 ps` |
| Via Count | `45,500` |
| Setup crit end kind | `output port` |
| WL/cell | `approximately 41 um` |
| Seq share, synth | `0.499` |
| Num rows | `between 150 and 200` |
| Register Area | `about 26,000 sq um` |
| Setup bufs post-CTS | `0` |
| Max-Cap Viols | `0` |
| Init Core Util | `0.303` |
| Final WL | `280 mm` |
| Fillcell total | `about 16,000` |
| CTS H-tree lvls | `3` |
| Static Leak | `approximately 26 nW` |
| Max Fclk | `115 MHz` |
| Placer Congestion | `~1.1` |
| # setup viols final | `0` |
| First-pass GRT wire length | `between 300 and 400 mm` |
| Worst hold stages | `1` |
| Gate Area | `between 20,000 and 25,000 sq um` |
| VDD IR max | `between 0.0001 and 0.00015 V` |
| Max reg flops | `approximately 1,000` |
| Worst Hold Class | `reg -> reg` |
| Top cell by count, worst path | `buf_4` |
| Placement Cell Area | `approximately 56,000 sq um` |
| Largest register by flop count | `register` |
| #FFs+latches synth | `just over 1,000` |
| Number of enable flip-flop cells | `0` |
| # Cells Yosys | `4,395` |
| Initial DRC count | `6,349` |
| Die H | `slightly above 400 um` |
| Cycle use final | `0.865` |
| Total CTS buffers | `~110` |
| Rel. slew slack | `0.113` |
| Worst reg2reg endpoint | `register[2][23]` |
| Post-synth ARST share | `1.00` |
| Worst hold endpoint | `register[24][27]` |
| Clock tree buffer depth | `3` |
| Vias in the first global route | `approximately 45,000` |
| Top delay family on crit path | `buffers and inverters` |
[worst max-delay path by stage]
stage                from          endpoint  slack [ps]  cells after the start
6_report  read_addr2_i[1]  read_data2_o[22]        1370                     10
5_1_grt   read_addr2_i[1]  read_data2_o[22]        1560                     10
4_1_cts   read_addr1_i[1]  read_data1_o[28]        1780                     10
[stage by stage]
stage               total power [mW]  cells
global placement                7.42   6555
finish                          11.6   6774
detailed placement              7.45   6555
global route                    12.0   6758
floorplan                       6.53   4395
CTS                             11.6   6756
[per-layer routing]
metal | wire length, um | track usage
met1 | 94700 | 0.379
met2 | 111000 | 0.438
met3 | 46400 | 0.213
met4 | 27500 | 0.232
met5 | 454 | 0.0147
[Yosys cell counts (all sizes together), types with 10 or more instances]
master | instances | area share
clkbuf | 262 | 0.019
mux2i | 47 | 0.0092
nor4 | 36 | 0.0044
nor3 | 73 | 0.0071
nand4 | 90 | 0.011
a21oi | 84 | 0.0082
nor2b | 19 | 0.0023
nand3 | 54 | 0.0053
o32a | 15 | 0.0029
mux2 | 1036 | 0.23
and2 | 10 | 0.0013
a32oi | 24 | 0.0041
a31oi | 24 | 0.0029
a221oi | 30 | 0.0051
dfrtp | 1024 | 0.50
a22o | 43 | 0.0073
a222oi | 14 | 0.0027
nand2b | 15 | 0.0018
nor2 | 177 | 0.013
o21ai | 25 | 0.0024
nand2 | 240 | 0.018
a22oi | 756 | 0.11
buf | 168 | 0.015
[kinds of logic (layout without fill, tap and decap cells)]
| logic type | after synthesis | count (layout) | synth area share |
|---|---|---|---|
| simple gates | 776 | 776 | 0.0731 |
| mux | 1084 | 1084 | 0.237 |
| compound gates | 1074 | 1074 | 0.156 |
| buf+inv | 437 | 580 | 0.0349 |
| flops | 1024 | 1024 | 0.499 |
| other cells | 0 | 18 | 0 |
[power by group]
group          internal (mW)  switching, mW  leakage, nW
Clock                   2.34           1.83         1.79
Combinational          0.897          0.841         10.7
Sequential              4.90          0.842         13.1
[layout by cell type (no fill, tap or decap), types with 43 or more instances in the layout]
master / netlist / routed
mux2_2: 1031 / 1031
dfrtp_1: 1024 / 1024
a22oi_1: 756 / 756
buf_4: 5 / 248
nand2_1: 240 / 227
clkbuf_16: 0 / 112
clkdlybuf4s50_1: 0 / 107
nor2_1: 170 / 102
nand4_1: 90 / 90
a21oi_1: 84 / 84
nor2_4: 0 / 73
nor3_1: 73 / 72
nand3_1: 54 / 50
mux2i_1: 47 / 47
a22o_1: 43 / 43
[final cells by class]
class,count,area share
flip-flops and latches,1024,0.428
clock buffers,154,0.0528
clock inverters,47,0.00792
repair buffers,372,0.0534
diodes,18,0.000753
multi-input cells,2934,0.410
inverters,7,0.000502
well taps,2218,0.0464
No activity file was given, so power comes from the tool's default toggle rates.

==> /design/flow/design.v <==
module IDToEx (
    input [4:0] reg_read_addr1_i,   
    input [4:0] reg_read_addr2_i,   
    input [4:0] reg_write_addr_i,   
    input [31:0] reg_read_data1_i,   
    input [31:0] reg_read_data2_i,   
    input [4:0] shift_i,   
    input [31:0] sign_extended_value_i,   
    input [2:0] alu_ctrl_i,   
    input use_shift_ctrl_i,   
    input use_sign_extend_ctrl_i,   
    input reg_write_ctrl_i,   
    input mem_read_ctrl_i,   
    input mem_write_ctrl_i,   
    output [4:0] reg_read_addr1_o,   
    output [4:0] reg_read_addr2_o,   
    output [4:0] reg_write_addr_o,   
    output [31:0] reg_read_data1_o,   
    output [31:0] reg_read_data2_o,   
    output [4:0] shift_o,   
    output [31:0] sign_extended_value_o,   
    output [2:0] alu_ctrl_o,   
    output use_shift_ctrl_o,   
    output use_sign_extend_ctrl_o,   
    output reg_write_ctrl_o,   
    output mem_read_ctrl_o,   
    output mem_write_ctrl_o,   
    input stall_ctrl_i,   
    input rst_i,   
    input clk_i   
);
reg [4:0] reg_read_addr1;
reg [4:0] reg_read_addr2;
reg [4:0] reg_write_addr;
reg [31:0] reg_read_data1;
reg [31:0] reg_read_data2;
reg [4:0] shift;
reg [31:0] sign_extended_value;
reg [2:0] alu_ctrl;
reg use_shift_ctrl;
reg use_sign_extend_ctrl;
reg reg_write_ctrl;
reg mem_read_ctrl;
reg mem_write_ctrl;
assign reg_read_addr1_o = reg_read_addr1;
assign reg_read_addr2_o = reg_read_addr2;
assign reg_write_addr_o = reg_write_addr;
assign reg_read_data1_o = reg_read_data1;
assign reg_read_data2_o = reg_read_data2;
assign shift_o = shift;
assign sign_extended_value_o = sign_extended_value;
assign alu_ctrl_o = alu_ctrl;
assign use_shift_ctrl_o = use_shift_ctrl;
assign use_sign_extend_ctrl_o = use_sign_extend_ctrl;
assign reg_write_ctrl_o = reg_write_ctrl;
assign mem_read_ctrl_o = mem_read_ctrl;
assign mem_write_ctrl_o = mem_write_ctrl;
always @ (posedge clk_i or posedge rst_i) begin
    if (rst_i) begin
        reg_read_addr1 <= 5'b0;
        reg_read_addr2 <= 5'b0;
        reg_write_addr <= 5'b0;
        reg_read_data1 <= 32'b0;
        reg_read_data2 <= 32'b0;
        shift <= 5'b0;
        sign_extended_value <= 32'b0;
        alu_ctrl <= 3'b00;
        use_shift_ctrl <= 1'b0;
        use_sign_extend_ctrl <= 1'b0;
        reg_write_ctrl <= 1'b0;
        mem_read_ctrl <= 1'b0;
        mem_write_ctrl <= 1'b0;
    end else begin
        if (stall_ctrl_i) begin
        end else begin
            reg_read_addr1 <= reg_read_addr1_i;
            reg_read_addr2 <= reg_read_addr2_i;
            reg_write_addr <= reg_write_addr_i;
            reg_read_data1 <= reg_read_data1_i;
            reg_read_data2 <= reg_read_data2_i;
            shift <= shift_i;
            sign_extended_value <= sign_extended_value_i;
            alu_ctrl <= alu_ctrl_i;
            use_shift_ctrl <= use_shift_ctrl_i;
            use_sign_extend_ctrl <= use_sign_extend_ctrl_i;
            reg_write_ctrl <= reg_write_ctrl_i;
            mem_read_ctrl <= mem_read_ctrl_i;
            mem_write_ctrl <= mem_write_ctrl_i;
        end
    end
end
endmodule
==> /design/flow/run.sh <==
#!/bin/bash
# OpenROAD 26Q1-2900-gdf79404cd8, Yosys 0.63+post, stock flow scripts
make -C /OpenROAD-flow-scripts/flow DESIGN_CONFIG=/design/flow/config.mk WORK_HOME=/design/flow/orfs finish
==> /design/flow/config.mk <==
export PLATFORM = sky130hd
export DESIGN_NAME = IDToEx
export DESIGN_NICKNAME = IDToEx
export VERILOG_FILES = /design/flow/design.v
export SDC_FILE = /design/flow/constraint.sdc
export NUM_CORES = 4
export LEC_CHECK = 1
export CORE_UTILIZATION = 30
==> /design/flow/constraint.sdc <==
current_design IDToEx

set clk_period 1.0
set clk_io_pct 0.2

create_clock -name clk0 -period $clk_period [get_ports {clk_i}]

set non_clock_inputs [all_inputs -no_clocks]
set_input_delay [expr $clk_period * $clk_io_pct] -clock clk0 $non_clock_inputs
set_output_delay [expr $clk_period * $clk_io_pct] -clock clk0 [all_outputs]
==> run notes <==
Physical implementation.

- In the routed netlist, the antenna diode instances number 0.
- The vertical extent of the die is 129.1 um.
- The mean instance size in the synthesized netlist is 18.43 um^2.
- The power density of the placed cells is 1738 nW/um^2.
- The number of warnings issued by yosys is 1.
- The number of max-slew violations in the final report is 0.
- For this run, the detailed router's first-pass iteration total came to 4.
- The total CTS buffers is 17.
- Setup slack on the worst path after placement came out at -0.08404 ns.
- The wire length reported by the detailed router is 11,940 um.
- The TritonCTS clock tree is yes.
- Subtracting the final worst setup slack from the clock period gives 1.118 ns.
- The fraction of post-synthesis cell area in the top cell type by area is 64.00%.
- The arrival time of data at the critical path endpoint is 0.92 ns.
- The largest vdd supply drop is 1115 uV.
- The global-route wire length before repair is 18,230 um.
- The aggregate global-route resource usage is 14.51%.
- The final worst-path cycle share is 111.8%.
- The highest clock rate is 0.8947 GHz.
- Once detail routing completed, the nets flagged for antenna violations numbered 0.
- Note that the worst hold path type here is input pin to asynchronous set/reset pin.
- The tool warning count for the run is 28.
- After floorplanning, the core was sized to cover 15,830 um^2.
- The number of distinct library cells after synthesis is 6.
- The initial standard-cell utilization of the core is 30.63%.
- The estimated wirelength of the detail-placed design is 8793 um.
- In the final layout, the fill cell count is 1,344.
- Summing the sequential cell areas from Yosys gives 64.00% of the chip area.
- The data required time reported for the critical path is 0.80 ns.
- The final reports fail on setup timing.
- Leaving out fill and tap cells, the most frequent cell in the layout is sky130_fd_sc_hd__clkdlybuf4s50_1.
- The worst setup path is launched from a flop.
- The area of the chip is 16,670 um^2.
- The nature of the critical path endpoint is an output port.
- The timing report shows that the slowest cell on the worst path is sky130_fd_sc_hd__dfrtp_1.
- The longest incremental delay of any stage on the critical path is reported as 0.39 ns.
- The final report lists the setup-violating endpoint count as 125.
- The instance tally after logic synthesis is 263.
- The number of global-route vias before repair is 3,534.
- Across all hold checks on the routed design, the worst slack comes to 0.1849 ns.
- The yosys-reported design area after synthesis is 4848 um^2.
- Per the Yosys statistics, synthesis produced 263 cells.
- The number of antenna violations at the first check in global routing is 0.
- The number of DRC violations after detailed-routing iteration 0 is 67.
- The cell area after technology mapping is 4848 um^2.
- After detailed routing, the average wire length per cell comes to 14.63 um.
- The critical path class is flop to output port.
- Per the cell usage report, the commonest logic cells after layout are sky130_fd_sc_hd__clkdlybuf4s50_1, sky130_fd_sc_hd__dfrtp_1, sky130_fd_sc_hd__buf_2.
- The number of buffers inserted for hold repair after clock tree synthesis is 0.
- Across all layers, the routed design uses 3,358 vias.
- The run finished, with violations left.
- Global routing finished with a remaining overflow of 0.
- At the later pin of the worst-skew pair, clock insertion delay measures 0.40 ns.
- The area growth from synthesis to layout is 69.57%.
- The total of buffers placed on input and output ports is 250.
- The final timing report lists a hold violation count of 0.
- The cell type with the largest total area is sky130_fd_sc_hd__dfrtp_1.
- Row generation in the floorplan step produced 46 rows.
- For this run, design rule violations remaining after detail routing come to 0.
- The maximum fanout along the worst path is 2.
- Per STA, the worst path is made up of buf_2.
- The via count normalized by instance count is 4.115.
- For reference, the clock transition at the flip-flops on the worst setup and hold paths is 0.05 ns.
- Yosys attributes the largest share of cell area to sky130_fd_sc_hd__dfrtp_1, sky130_fd_sc_hd__mux2_4, sky130_fd_sc_hd__mux2_2.
- The slew at the pin with the worst max-slew slack is 0.1823 ns.
- Per the synth log, the flip-flop and latch total comes to 124.
- The share of the core filled with cells is 51.94%.
- The buffer cell driving the clock tree root is sky130_fd_sc_hd__clkbuf_16.
- The number of maximum-capacitance violations is 0.
- The reported leakage power is 0.003888 uW.
- Cells with a size suffix above 1 make up 57.67% of the layout.
- The worst relative slew slack is 87.85%.
- The worst path buffer plus inverter count is 1.
- The number of H-tree branching levels is 4.
- The clock sink count is 124.
- The clock skew after layout is 0 ns.
- The critical path in the final layout is reported with a setup slack of -0.1177 ns.
- On the critical path the largest part of the delay comes from flip-flops.
- The die boundary width is 129.1 um.
- The largest net degree at the start of global routing is 25.
- The minimum setup slack among reg-to-reg paths is -0.10 ns.
- Setup repair after global routing could not meet its margin everywhere.
- The longest clock path from root to sink contains 2 buffers.
- The number of top-level pins is 251.
- Routability-driven placement finished with a final weighted congestion of 0.7144.
## state kept, by name, summed over array words and instances, names as in the netlist
name / count
shift: 5
use_sign_extend_ctrl: 1
sign_extended_value: 32
reg_write_addr: 5
reg_read_addr2: 5
reg_write_ctrl: 1
mem_read_ctrl: 1
reg_read_addr1: 5
reg_read_data1: 32
alu_ctrl: 3
use_shift_ctrl: 1
mem_write_ctrl: 1
reg_read_data2: 32
## metrics by stage
stage	power (uW)	area, um^2	setup TNS, ns	instances
2_1_floorplan	6577	4887	-89.94	263
3_3_place_gp	8396	7924	-3.766	744
3_5_place_dp	8420	7924	-5.185	744
4_1_cts	14370	8053	-14.33	795
5_1_grt	14990	8222	-16.98	816
6_report	14290	8222	-11.18	816
## power by group
| part | leakage [uW] | internal [uW] | total [uW] | switching (uW) |
|---|---|---|---|---|
| clock network | 0.000295 | 4180 | 6230 | 2060 |
| logic | 0.00214 | 1700 | 2290 | 593 |
| registers | 0.00145 | 5530 | 5760 | 236 |
## worst paths after layout
| kind | from | endpoint | depth (start not counted) |
|---|---|---|---|
| min in group clk0 | stall_ctrl_i | reg_read_data1[24]$_DFFE_PP0N_ | 3 |
| min reg2reg | reg_read_data2[19]$_DFFE_PP0N_ | reg_read_data2[19]$_DFFE_PP0N_ | 1 |
| max | reg_read_addr2[1]$_DFFE_PP0N_ | reg_read_addr2_o[1] | 1 |
| max in group asynchronous | rst_i | reg_read_data2[9]$_DFFE_PP0N_ | 4 |
| max reg2reg | reg_read_addr1[2]$_DFFE_PP0N_ | reg_read_addr1[2]$_DFFE_PP0N_ | 4 |
| min | rst_i | reg_read_data1[1]$_DFFE_PP0N_ | 3 |
## logic make-up after synthesis
family | after synthesis | synth area share (%)
DFF | 124 | 64.00
buffers and inverters | 15 | 2.555
muxes | 124 | 33.45
## routing by layer
| metal | vias up | track usage (%) | routed length, um |
|---|---|---|---|
| met5 | - | 0 | 0 |
| met4 | 0 | 1.938 | 142 |
| met3 | 10 | 5.088 | 1072 |
| met2 | 145 | 22.58 | 5705 |
| met1 | 1634 | 20.66 | 5016 |
| li1 | 1569 | - | - |
## synth_stat cells
| cell | instances |
|---|---|
| sky130_fd_sc_hd__buf_2 | 6 |
| sky130_fd_sc_hd__buf_6 | 8 |
| sky130_fd_sc_hd__dfrtp_1 | 124 |
| sky130_fd_sc_hd__inv_1 | 1 |
| sky130_fd_sc_hd__mux2_2 | 64 |
| sky130_fd_sc_hd__mux2_4 | 60 |
## repair_timing
| action | 4_1_cts | 5_1_grt |
|---|---|---|
| endpoints found under the setup margin | 124 | 127 |
| cloned | 0 | 0 |
| setup buffers | 19 | 22 |
| resized | 382 | 3 |
## layout make-up
type                    instances  area (um^2)  share of cell area (%)
well taps                     216        270.3                   3.287
flip-flops and latches        124         3103                   37.74
multi-input cells             124         1625                   19.77
clock inverters                 6        107.6                   1.309
clock buffers                  26        499.2                   6.072
inverters                       1        7.507                 0.09131
repair buffers                319         2609                   31.73
Power and IR drop assume default switching activity.
